$ cat flow/design.v
   interface axi_bus_t;
      logic[15:0] awid;
      logic[63:0] awaddr;
      logic[7:0] awlen;
      logic [2:0] awsize;
      logic awvalid;
      logic awready;
      logic[15:0] wid;
      logic[511:0] wdata;
      logic[63:0] wstrb;
      logic wlast;
      logic wvalid;
      logic wready;
      logic[15:0] bid;
      logic[1:0] bresp;
      logic bvalid;
      logic bready;
      logic[15:0] arid;
      logic[63:0] araddr;
      logic[7:0] arlen;
      logic [2:0] arsize;
      logic arvalid;
      logic arready;
      logic[15:0] rid;
      logic[511:0] rdata;
      logic[1:0] rresp;
      logic rlast;
      logic rvalid;
      logic rready;
      modport master (input awid, awaddr, awlen, awsize, awvalid, output awready,
                      input wid, wdata, wstrb, wlast, wvalid, output wready,
                      output bid, bresp, bvalid, input bready,
                      input arid, araddr, arlen, arsize, arvalid, output arready,
                      output rid, rdata, rresp, rlast, rvalid, input rready);
      modport slave (output awid, awaddr, awlen, awsize, awvalid, input awready,
                     output wid, wdata, wstrb, wlast, wvalid, input wready,
                     input bid, bresp, bvalid, output bready,
                     output arid, araddr, arlen, arsize, arvalid, input arready,
                     input rid, rdata, rresp, rlast, rvalid, output rready);
   endinterface
   interface cfg_bus_t;
      logic [31:0] addr;
      logic [31:0] wdata;
      logic wr;
      logic rd;
      logic ack;
      logic[31:0] rdata;
      modport master (input addr, wdata, wr, rd, output ack, rdata);
      modport slave (output addr, wdata, wr, rd, input ack, rdata);
   endinterface
   interface scrb_bus_t;
      logic [63:0] addr;
      logic [2:0] state;
      logic enable;
      logic done;
      modport master (input enable, output addr, state, done);
      modport slave (output enable, input addr, state, done);
   endinterface
module mem_scrb
  #(ADDR_WIDTH = 64,
    DATA_WIDTH = 512,
    ID_WIDTH = 10,
    USER_WIDTH = 10,
    BURST_LEN_MINUS1 = 15,
    MAX_ADDR = 64'h3FFFFF
    )
   (
   input                             clk,
   input                             rst_n,
   output logic [ID_WIDTH-1:0]       awid,
   output logic [ADDR_WIDTH-1:0]     awaddr,
   output logic [7:0]                awlen,
   output logic [USER_WIDTH-1:0]     awuser,
   output logic                      awvalid,
   input                             awready,
   output logic [ID_WIDTH-1:0]       wid,
   output logic [DATA_WIDTH-1:0]     wdata,
   output logic [(DATA_WIDTH/8)-1:0] wstrb,
   output logic                      wlast,
   output logic                      wvalid,
   input                             wready,
   input                             bvalid,
   output logic                      bready,
   output logic [ID_WIDTH-1:0]       arid,
   output logic [ADDR_WIDTH-1:0]     araddr,
   output logic [7:0]                arlen,
   output logic [USER_WIDTH-1:0]     aruser,
   output logic                      arvalid,
   input                             arready,
   output logic                      rready,
   input                             scrb_enable,
   output logic                      scrb_done,
   output logic [2:0]                dbg_state,
   output logic [ADDR_WIDTH-1:0]     dbg_addr                     
    );
   localparam DATA_WIDTH_BYTES = DATA_WIDTH/8;
   typedef enum logic [2:0] {FSM_IDLE = 3'd0,
                             FSM_START = 3'd1,
                             FSM_AW = 3'd2,
                             FSM_W = 3'd3,
                             FSM_B = 3'd4,
                             FSM_DONE = 3'd5} fsm_state_t;
   fsm_state_t curr_state;
   fsm_state_t next_state;
   logic [ADDR_WIDTH-1:0] curr_addr;
   logic [15:0]           num_txn;
   logic                  scrb_enable_q;
   always_ff @(posedge clk or negedge rst_n)
     if (!rst_n)
       scrb_enable_q <= 1'b0;
     else
       scrb_enable_q <= scrb_enable;
   always_ff @(posedge clk or negedge rst_n)
     if (!rst_n)
       curr_state <= FSM_IDLE;
     else 
       curr_state <= ~scrb_enable_q ? FSM_IDLE : next_state;
   always_comb
     case (curr_state)
       FSM_IDLE : next_state = scrb_enable_q ? FSM_START : FSM_IDLE;
       FSM_START : next_state = FSM_AW;
       FSM_AW : next_state = awready ? FSM_W : FSM_AW;
       FSM_W  : next_state = wready && (num_txn == BURST_LEN_MINUS1) ? FSM_B : FSM_W;
       FSM_B  : next_state = bvalid && (curr_addr >= MAX_ADDR) ? FSM_DONE :
                             bvalid ? FSM_AW : FSM_B;
       FSM_DONE : next_state = FSM_DONE;
       default : next_state = FSM_IDLE;
     endcase  
   always_ff @(posedge clk or negedge rst_n)
     if (!rst_n)
       curr_addr <= {ADDR_WIDTH{1'b0}};
     else
       curr_addr <= (curr_state == FSM_START) ? ({ADDR_WIDTH{1'b0}}) : 
         (curr_state == FSM_W) && wready ? curr_addr + DATA_WIDTH_BYTES : curr_addr;
   always_ff @(posedge clk or negedge rst_n)
     if (!rst_n)
       num_txn <= 16'd0;
     else
       num_txn <= (curr_state == FSM_AW) ? 16'd0 :
                  (curr_state == FSM_W) && wready ? num_txn + 16'd1 : num_txn;
   assign awvalid = (curr_state == FSM_AW);
   assign awaddr = curr_addr;
   assign awid = {ID_WIDTH{1'b0}};
   assign awlen = BURST_LEN_MINUS1;
   assign awuser = {USER_WIDTH{1'b0}};
   assign wvalid = (curr_state == FSM_W);
   assign wid = {ID_WIDTH{1'b0}};
   assign wstrb = {(DATA_WIDTH/8){1'b1}};
   assign wdata = {DATA_WIDTH{1'b0}};
   assign wlast = (num_txn == BURST_LEN_MINUS1);
   assign arvalid = 1'b0;
   assign araddr = {ADDR_WIDTH{1'b0}};
   assign arid = {ID_WIDTH{1'b0}};
   assign arlen = 8'd0;
   assign aruser = {USER_WIDTH{1'b0}};
   assign bready = 1'b1;
   assign rready = 1'b1;
   always_ff @(posedge clk or negedge rst_n)
     if (!rst_n)
       scrb_done <= 1'b0;
     else
       scrb_done <= (curr_state == FSM_IDLE) ? 1'b0: 
                    (curr_state == FSM_DONE) ? 1'b1 : scrb_done;
   assign dbg_state = curr_state;
   assign dbg_addr = curr_addr;
endmodule  
$ cat flow/run.sh
#!/bin/bash
# OpenROAD 26Q1-2900-gdf79404cd8, Yosys 0.63+post, stock flow scripts
make -C /OpenROAD-flow-scripts/flow DESIGN_CONFIG=/design/flow/config.mk WORK_HOME=/design/flow/orfs finish
$ cat flow/config.mk
export PLATFORM = sky130hd
export DESIGN_NAME = mem_scrb
export DESIGN_NICKNAME = mem_scrb
export VERILOG_FILES = /design/flow/design.v
export SDC_FILE = /design/flow/constraint.sdc
export NUM_CORES = 4
export LEC_CHECK = 1
export CORE_AREA = 10 10 330 330
export DIE_AREA = 0 0 340 340
$ cat flow/constraint.sdc
current_design mem_scrb

set clk_period 5.8
set clk_io_pct 0.2

create_clock -name clk0 -period $clk_period [get_ports {clk}]

set non_clock_inputs [all_inputs -no_clocks]
set_input_delay [expr $clk_period * $clk_io_pct] -clock clk0 $non_clock_inputs
set_output_delay [expr $clk_period * $clk_io_pct] -clock clk0 [all_outputs]
==> impl_metrics.env <==
# source this file to load flow results
export IMPL_p_leak_nw=4.79
export IMPL_powerDensity_nw_per_um2=127
export IMPL_p_seq_share_pct=43.8
export IMPL_r2r_end="curr_addr[62]$_DFFE_PN0P_"
export IMPL_ys_types=49
export IMPL_synth_stat_cells=1254
export IMPL_worstMarginPinSlew_ns=0.755
export IMPL_crit_start="curr_state[0]$_DFF_PN0_"
export IMPL_design_area_um2=10400
export IMPL_core_um2=102000
export IMPL_maxCapViolCount=0
export IMPL_ys_seq_share_pct=19.4
export IMPL_port_buffers=128
export IMPL_largest_area_cell="buf_4"
export IMPL_syn_area_um2=10200
export IMPL_async_reset_ff_share_pct=100
export IMPL_synth_flops=79
export IMPL_top_cells_by_count="buf_4 (779), dfrtp_1 (79), nor2_1 (62)"
export IMPL_worstSetupPathType="register to output port"
export IMPL_row_count=117
export IMPL_edf_count=0
export IMPL_htreeDepth=3
export IMPL_crit_end="wvalid"
export IMPL_die_w_um=340
export IMPL_grt_overflow_total=0
export IMPL_p_int_uw=975
export IMPL_antenna_left=0
export IMPL_power_switching_uw=347
export IMPL_topCellsByArea="buf_4 (57%), dfrtp_1 (19%), xor2_1 (2.5%), nor2_1 (2.3%), nand4_1 (2.0%)"
export IMPL_peakVddDrop_mv=0.135
export IMPL_tool_warnings=26
export IMPL_top_cell="buf_4"
export IMPL_critPathCaptureType="output port"
export IMPL_root_buffer="clkbuf_16"
export IMPL_clock_latency_ns=0.34
export IMPL_power_frac_comb_pct=9.2
export IMPL_routedWlPerCell_um=11.4
export IMPL_drive_above_1_share_pct=2.64
export IMPL_hold_class="register to register"
export IMPL_via_count=6164
export IMPL_drc=0
export IMPL_setup_violations=0
export IMPL_cp_required_ns=4.64
export IMPL_r2r_cells=6
export IMPL_ys_chip_area_um2=10200
export IMPL_drt_iter0_drc=348
export IMPL_crit_fanout=10
export IMPL_r2r_slack_ns=2.90
export IMPL_power_mw=1.32
export IMPL_synthCells=1254
export IMPL_clock_skew_ns=0.00661
export IMPL_cts_num_sinks=79
export IMPL_path_clk_slew_ns=0.06
export IMPL_drt_wl_total_um=30800
export IMPL_cts_buffer_depth=2
export IMPL_hold_violations=0
export IMPL_synth_top_area_share_pct=57.3
export IMPL_grt_max_degree=48
export IMPL_ios=851
export IMPL_initCoreUtil_pct=10.0
export IMPL_slew_limit_headroom_pct=49.6
export IMPL_hold_ws_ns=0.498
export IMPL_synth_area_per_cell_um2=8.14
export IMPL_die_y_um=340
export IMPL_status="finished clean"
export IMPL_flop_cell="dfrtp_1"
export IMPL_worstReg2RegStart="curr_addr[6]$_DFFE_PN0P_"
export IMPL_p_clk_share_pct=47.0
export IMPL_viasPerCell=2.28
export IMPL_hpwl_um=27100
export IMPL_antenna_found_initial=3
export IMPL_tns_ns=0
export IMPL_cts_setup_buffers=0
export IMPL_start_kind="register"
export IMPL_track_usage_pct=4.82
export IMPL_gp_congestion=0.839
export IMPL_arrival_ns=2.21
export IMPL_max_freq_mhz=296
export IMPL_chip_area_um2=116000
export IMPL_synthToLayoutAreaGrowth_pct=1.50
export IMPL_layout_min_cycle_time_ns=3.37
export IMPL_yosys_warnings=1
export IMPL_first_pass_iters=4
export IMPL_period_used_pct=58.2
export IMPL_grt_pass1_wl_um=43100
export IMPL_swShare_pct=26.2
export IMPL_cts_resized=0
export IMPL_rsz0062_at_grt="no"
export IMPL_cts_hold_buf=0
export IMPL_dpl_cell_area_um2=10000
export IMPL_grt_pass1_vias=6653
export IMPL_final_max_slew_viol_count=0
export IMPL_cts_made_buffers=9
export IMPL_cts_tree="done"
-- power groups by stage --
stage         clock (mW)  combinational, mW  sequential [mW]
global route       0.652              0.160            0.578
CTS                0.630              0.138            0.577
finish             0.621              0.122            0.578
-- sequential cells by signal (all words and copies together) (netlist names) --
name / cells
curr_addr: 58
num_txn: 16
curr_state: 3
scrb_enable_q: 1
scrb_done: 1
-- routing by layer --
| layer | vias up | GRT usage (%) | share of wire (%) |
|---|---|---|---|
| met5 | - | 0 | 0.042 |
| met4 | 2 | 0.309 | 0.52 |
| met3 | 18 | 2.06 | 12 |
| met2 | 521 | 7.57 | 46 |
| met1 | 2890 | 6.39 | 42 |
| li1 | 2733 | - | - |
-- through the flow --
stage / setup WS (ns) / instances / utilization (%)
floorplan: 3.31 / 1973 / -
global placement: 2.12 / 2680 / 9.86
detailed placement: 2.11 / 2680 / 9.86
CTS: 2.40 / 2696 / 10.2
global route: 2.24 / 2696 / 10.2
finish: 2.43 / 2701 / 10.2
-- worst min path at each step --
| stage | start | endpoint | slack, ns | cells after the start |
|---|---|---|---|---|
| finish | scrb_enable_q$_DFF_PN0_ | curr_state[2]$_DFF_PN0_ | 0.50 | 2 |
| global route | scrb_enable_q$_DFF_PN0_ | curr_state[2]$_DFF_PN0_ | 0.53 | 2 |
| CTS | scrb_enable_q$_DFF_PN0_ | curr_state[2]$_DFF_PN0_ | 0.50 | 2 |
-- placed cells by master (no fill, tap or decap), drive strengths merged, types with 22 or more instances in the layout --
cell	count
xor2	29
nand2	34
nand3	31
a21oi	22
nand4	37
clkdlybuf4s50	127
nor3	23
conb	721
nor2	62
dfrtp	79
-- cell type report --
class,count,area [um2]
clock inverter,5,81.3
tap,1368,1710
inverter,12,45.0
multi-input combinational,1089,4980
timing repair buffer,132,1310
sequential,79,1980
clock buffer,11,243
antenna,5,12.5
fill,11600,91400
-- critical path, cell delays in order (launching register included) --
cell	delay [ns]
dfrtp_1	0.60
nor2b_1	0.48
nand2_1	0.14
inv_1	0.12
clkdlybuf4s50_1	0.53
-- logic make-up after synthesis --
logic type	count (synthesis)	share of synthesized area, %
AND-OR/OR-AND	57	3.33
XOR/XNOR	46	3.95
adder cells (fa/ha/maj)	2	0.245
buffers and inverters	805	58.3
flip-flops	79	19.4
multiplexers	1	0.0980
other	2	0.0735
AND/OR/NAND/NOR	262	14.7
Power and IR drop assume default switching activity.
